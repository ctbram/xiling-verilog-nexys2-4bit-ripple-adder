===== flow/run.sh =====
#!/bin/bash
# OpenROAD 26Q1-2900-gdf79404cd8, Yosys 0.63+post, stock flow scripts
make -C /OpenROAD-flow-scripts/flow DESIGN_CONFIG=/design/flow/config.mk WORK_HOME=/design/flow/orfs finish

===== flow/design.v =====
`timescale 1ns / 1ps
module anode_ctrl(
input [1:0] dp,
output reg [3:0] anode = 4'b1111
);
	always @(dp) begin
		case(dp)
			2'b00: anode = 4'b1110;
			2'b01: anode = 4'b1101;
			2'b10: anode = 4'b1011;
			2'b11: anode = 4'b0111;
		endcase
	end
endmodule
`timescale 1ns / 1ps
module display_ptr(
input clk_10kHz,
output reg [1:0] digit=0
    );
always @(posedge clk_10kHz) digit <= digit+1;
endmodule
`timescale 1ns / 1ps
module four_bit_ripple_adder_tl(
input clk_50MHz,
input [3:0] a,
input [3:0] b,
input rst,
output [6:0] sseg,
output [3:0] anode
);
wire [3:0] sum;
wire carry_out;
ripple_adder_4b uutra4b (
    .a(a), 
    .b(b), 
    .sum(sum), 
    .carry_out(carry_out)
    );
wire [6:0] ssegA, ssegB, ssegSum, ssegCo;
hex2_7seg uut7s0 (
    .hex_digit(a), 
    .sseg(ssegA)
    );
hex2_7seg uut7s1 (
    .hex_digit(b), 
    .sseg(ssegB)
    );
hex2_7seg uut7s2 (
    .hex_digit(sum), 
    .sseg(ssegSum)
    );
hex2_7seg uut7s3 (
    .hex_digit({3'b000, carry_out}), 
    .sseg(ssegCo)
    );
tenkHz_clkgen uutclk (
    .clk_50MHz(clk_50MHz), 
    .rst(rst), 
    .clk_10kHz(clk_10kHz)
    );
wire [1:0] digit;
display_ptr uutdigit (
    .clk_10kHz(clk_10kHz), 
    .digit(digit)
    );
sseg_ctrl uutssegcntrl (
    .dp(digit), 
    .segA(segA), 
    .segB(segB), 
    .segSum(segSum), 
    .segCo(segCo), 
    .sseg(sseg)
    );
anode_ctrl uutanodectrl (
    .dp(digit), 
    .anode(anode)
    );
endmodule
`timescale 1ns / 1ps
module full_adder(
input a,b,ci,
output sum,
output co
);
	wire p,q,r;
	half_adder ha1(.a(a),
						.b(b),
						.sum(p),
						.co(q)
						);
	half_adder ha2(.a(p),
						.b(ci),
						.sum(sum),
						.co(r)
						);
	assign co = q|r;
endmodule
`timescale 1ns / 1ps
module half_adder(
input a,b,
output sum, 
output co
);
	assign sum = a^b;
	assign co = a&b;
endmodule
`timescale 1ns / 1ps
module hex2_7seg(
	input [3:0] hex_digit,
	output reg [6:0] sseg);
	always@(*) begin
		case(hex_digit)
			  0: sseg=7'b0000001;
			  1: sseg=7'b1001111;
			  2: sseg=7'b0010010;
			  3: sseg=7'b0000110;
			  4: sseg=7'b1001100;
			  5: sseg=7'b0100100;
			  6: sseg=7'b0100000;
			  7: sseg=7'b0001111;
			  8: sseg=7'b0000000;
			  9: sseg=7'b0001100;
			4'ha:sseg=7'b0001000;
			4'hb:sseg=7'b1100000;
			4'hc:sseg=7'b0110001;
			4'hd:sseg=7'b1000010;
			4'he:sseg=7'b0110000;
			4'hf:sseg=7'b0111000;
			default:sseg=7'b1111111;
		endcase
	end
endmodule
`timescale 1ns / 1ps
module ripple_adder_4b(
    input [3:0] a,
    input [3:0] b,
    output [3:0] sum,
    output carry_out
    );
wire c0,c1,c2;
full_adder fa0(
	.a(a[0]),
	.b(b[0]),
	.ci(0),
	.sum(sum[0]),
	.co(c0));
full_adder fa1(
	.a(a[1]),
	.b(b[1]),
	.ci(c0),
	.sum(sum[1]),
	.co(c1));
full_adder fa2(
	.a(a[2]),
	.b(b[2]),
	.ci(c1),
	.sum(sum[2]),
	.co(c2));
full_adder fa3(
	.a(a[3]),
	.b(b[3]),
	.ci(c2),
	.sum(sum[3]),
	.co(carry_out));
endmodule
`timescale 1ns / 1ps
module sseg_ctrl(
input [1:0] dp,
input [6:0] segA,
input [6:0] segB,
input [6:0] segSum,
input [6:0] segCo,
output reg [6:0] sseg = 7'b1111111
);
	always @(dp) begin
		case(dp)
			2'b00 : sseg = segA;
			2'b01 : sseg = segB;
			2'b10 : sseg = segSum;
			2'b11 : sseg = segCo;
		endcase
	end
endmodule
`timescale 1ns / 1ps
module tenkHz_clkgen(
input clk_50MHz,
input rst,
output clk_10kHz
);
	 reg [12:0] ctr_reg=0;  
	 reg clk_out_reg=0;
	 always @(posedge clk_50MHz or posedge rst)
		if(rst)begin
			ctr_reg <= 0;
			clk_out_reg <= 0;
		end
		else
			if(ctr_reg == 2_499) begin  
				ctr_reg <= 0;
				clk_out_reg <= ~clk_out_reg;				
			end
			else
				ctr_reg <= ctr_reg+1;
		assign clk_10kHz = clk_out_reg;
endmodule

===== flow/constraint.sdc =====
current_design four_bit_ripple_adder_tl

set clk_period 3.1
set clk_io_pct 0.2

create_clock -name clk0 -period $clk_period [get_ports {clk_50MHz}]

set non_clock_inputs [all_inputs -no_clocks]
set_input_delay [expr $clk_period * $clk_io_pct] -clock clk0 $non_clock_inputs
set_output_delay [expr $clk_period * $clk_io_pct] -clock clk0 [all_outputs]

===== flow/config.mk =====
export PLATFORM = sky130hd
export DESIGN_NAME = four_bit_ripple_adder_tl
export DESIGN_NICKNAME = four_bit_ripple_adder_tl
export VERILOG_FILES = /design/flow/design.v
export SDC_FILE = /design/flow/constraint.sdc
export NUM_CORES = 4
export LEC_CHECK = 1
export CORE_AREA = 10 10 93 93
export DIE_AREA = 0 0 103 103

==> CHANGELOG.md <==
### Metrics

* Endpoints left unconstrained at 6
* GRT Total Usage at 0.0311
* Fin. Hold Viols at 0
* CTS tree: yes
* Register pins left without a clock at 2
* Worst-case reg-to-reg path depth at 4
* Die Y at 103 um
* Synth Seq Share at 0.466
* CTS buffer count at 3
* Clk root buf: clkbuf_8
* Req. time, crit path at 3.23 ns
* Unique cell types at 25
* Post-Synthesis Cells at 81
* Clk pin slew, worst setup/hold paths at 0.06 ns
* Max Slew Vio Count at 0
* Switch share at 0.188
* First-pass detailed-route iteration total at 3
* Post-route clock period utilization at 0.642
* Hold path endpoint: uutclk.clk_out_reg
* Final Instance Area at 1000 sq um
* Crit path cell chain: ha_1 > or2b_2 > nor4_4 > and2b_2
* Final setup fails at 0
* Hold Path Class: reg2reg
* Reg power frac at 0.551
* Cell area after synthesis at 838 sq um
* Top cells excl fill/tap: dfrtp_1 (14), inv_1 (8), nand3_1 (7), conb_1 (7)
* First-pass GRT wire length at 2.66 mm
* Antenna-violating nets left at 0
* Port bufs at 5
* Vias in the first global route at 565
* Gr ovfl total at 0
* Worst hold path depth at 1
* R2R setup slack at 1.11 ns
* Fill count at 759
* Synth Area per Inst at 10.3 sq um
* RR Startpoint: uutclk.ctr_reg[0]
* Crit. End Element: flip-flop
* Largest net degree at the start of global routing at 15
* CP max stage delay at 0.50 ns
* Max Clk Rate at 503 MHz
* VDD IR-drop max at 0.000104 V
* Post-CTS setup buffer count at 0
* Worst Tran Pin Value at 0.526 ns
* DR vias at 540
* Yosys chip area at 838 sq um
* Switching pwr at 0.0623 mW
* Initial Util at 0.124
* Top cell excl fill/tap: dfrtp_1
* MaxCap Viol Count at 0
* Site Rows at 30
* PwrDens at 332 nW/um^2
* Kind of cell adding the most delay to the critical path: simple AND/OR/NAND/NOR gates
* H-tree levels at 1
* Post-Place Cell Area at 958 sq um
* Late-Pin Clk Latency at 0.24 ns
* Main synth FF type: dfrtp_1
* CTS Hold Bufs at 0
* Clock power frac at 0.434
* Tool Warnings at 36
* Setup TNS at 0 ns
* Slew Limit Headroom at 0.649
* Ys cells at 81
* Startpoint types: flip-flop
* Initial antenna violation count at 0
* Comb power frac at 0.016
* Pint at 0.270 mW
* Iteration-0 DRC Markers at 28
* Final HPWL DP at 1.05 mm
* Synth warn at 19
* Diode count at 0
* Leakage at 0.439 nW
* Routed len/inst at 8.23 um
* Longest Clk Path Bufs at 2
* Crit Path Category: reg2reg
* Outcome: finished, final reports clean
* Max FFs per register at 13
* Via density at 3.21
* Synthesis-to-finish area growth at 19.3%
* Crit path max-delay cell type: nor4_4
* Post-route DRC at 0
* Critical Path Fanout Max at 8
* Top-level port count at 21
* FF-to-FF End: uutclk.ctr_reg[1]
* Worst Path Buf+Inv at 0
* Final critical-path required period at 1.99 ns
* Clk_skew at 0.00469 ns
* Arrival @ worst endpoint at 2.12 ns
* Cts repair resizes at 0
* Share of cells above drive strength 1 at 0.102
* RSZ-0062 raised after global routing: false
* Final wirelength at 1.38 mm
* Hold Startpoint: uutclk.clk_out_reg
* Core Area at 6760 sq um
* Die area at 10600 sq um
* Synth async-reset ratio at 0.875
* Post-synth EDFFs at 0
* Chip width at 103 um
* Routability congestion estimate at 0.754
* Yosys reg bits at 16
per-layer routing:
metal	vias up	global-route usage	share of wire
met1	246	0.0398	0.47
met4	0	0.00321	0.0072
met5	-	0	0
met2	11	0.0463	0.42
li1	281	-	-
met3	2	0.0176	0.097
through the flow:
stage / util / setup slack [ns] / instances / hold WS (ns) / power [mW]
finish: 0.148 / 1.11 / 168 / 0.482 / 0.332
global route: 0.148 / 0.926 / 168 / 0.506 / 0.352
CTS: 0.148 / 1.08 / 168 / 0.486 / 0.340
detailed placement: 0.142 / 1.08 / 165 / 0.478 / 0.192
global placement: 0.142 / 1.07 / 165 / 0.471 / 0.192
floorplan: - / 1.35 / 87 / 0.443 / 0.195
worst max-delay path by stage:
stage	startpoint	end	cells past startpoint
finish	uutclk.ctr_reg[0]	uutclk.ctr_reg[1]	4
global route	uutclk.ctr_reg[0]	uutclk.ctr_reg[1]	4
CTS	uutclk.ctr_reg[0]	uutclk.ctr_reg[1]	4
logic make-up after synthesis:
kind of cell / synth area share
buffers and inverters: 0.0985
flip-flops: 0.466
AND/OR/NAND/NOR: 0.224
XOR/XNOR: 0.0836
AND-OR/OR-AND: 0.0493
other: 0.00447
adder cells (fa/ha/maj): 0.0746
worst reg2reg max path, stage by stage, from the launching register on:
cell and delay, ns:
dfrtp_1 0.43, ha_1 0.33, or2b_2 0.35, nor4_4 0.50, and2b_2 0.27
Yosys cell counts, types with 2 or more instances:
library cell  instances  area [sq um]
inv_1                 8          30.0
dfrtp_1              14           350
or3_1                 3          18.8
xor2_1                4          35.0
dfxtp_1               2          40.0
o21ai_0               3          15.0
nand4_1               2          12.5
nand2_1               2          7.51
xnor2_1               4          35.0
buf_4                 7          52.6
ha_1                  5          62.6
nor2_1                3          11.3
nand3_1               7          35.0
a21oi_1               4          20.0
nor4_1                3          18.8
power by group through the flow:
stage	Combinational, mW	Clock, mW	Sequential, mW
6_report	0.00515	0.144	0.183
5_1_grt	0.00687	0.163	0.183
4_1_cts	0.00590	0.152	0.183
area by class of cell:
type	instances	area, sq um	area share
Clock buffer	3	41.3	0.0413
Timing Repair Buffer	5	50.0	0.0501
Tap cell	80	100	0.100
Multi-Input combinational cell	56	388	0.388
Inverter	8	30.0	0.0300
Sequential cell	16	390	0.390
Power figures rest on the tool's default switching activity, not on a simulated workload.
